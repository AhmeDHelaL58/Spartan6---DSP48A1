==> flow/config.mk <==
export PLATFORM = sky130hd
export DESIGN_NAME = DSP48A1_wrapper
export DESIGN_NICKNAME = DSP48A1_wrapper
export VERILOG_FILES = /design/flow/design.v
export SDC_FILE = /design/flow/constraint.sdc
export NUM_CORES = 4
export LEC_CHECK = 1
export CORE_UTILIZATION = 40
==> flow/design.v <==
module GenericRegMux #(
    parameter integer WIDTH = 18,            
    parameter A0REG = 1,                     
    parameter RSTTYPE = "SYNC"               
)(
    input  wire                   CLK,
    input  wire                   RSTA,
    input  wire                   CEA,
    input  wire [WIDTH-1:0]       A,
    output wire [WIDTH-1:0]       A_reg0
);
reg [WIDTH-1:0] A0_reg;
generate
    if (A0REG) begin : GEN_REGISTER
        if (RSTTYPE == "SYNC") begin : SYNC_RST
            always @(posedge CLK) begin
                if (RSTA)
                    A0_reg <= {WIDTH{1'b0}};
                else if (CEA)
                    A0_reg <= A;
            end
        end else begin : ASYNC_RST
            always @(posedge CLK or posedge RSTA) begin
                if (RSTA)
                    A0_reg <= {WIDTH{1'b0}};
                else if (CEA)
                    A0_reg <= A;
            end
        end
        assign A_reg0 = A0_reg;
    end else begin : GEN_WIRE
        assign A_reg0 = A;
    end
endgenerate
endmodule
module DSP48A1_wrapper #(
    parameter A0REG = 0,  
    parameter A1REG = 1,
    parameter B0REG = 0,
    parameter B1REG = 1,
    parameter DREG  = 1,
    parameter MREG  = 1,
    parameter PREG  = 1,
    parameter CREG  = 1,
    parameter CARRYINREG = 1,
    parameter CARRYOUTREG = 1,
    parameter OPMODEREG = 1 ,
    parameter CARRYINSEL = "OPMODE5",  
    parameter B_INPUT = "DIRECT",     
    parameter RSTTYPE = "SYNC"        
)(
    input  wire [17:0] A,
    input  wire [17:0] B,
    input  wire [17:0] D,
    input  wire [47:0] C,
    input  wire        CLK,
    input  wire        CARRYIN,
    input  wire  [7:0] OPMODE,
    input  wire  [17:0] BCIN,
    input  wire [47:0] PCIN,
    input wire CEA, CEB, CED, CEM, CEP, CEC  , CECARRYIN , CEOPMODE ,
    input wire RSTA, RSTB, RSTD, RSTM, RSTP , RSTC , RSTCARRYIN , RSTOPMODE,
    output wire [17:0] BCOUT,
    output wire [47:0] PCOUT,
    output wire [47:0] P,
    output wire [35:0] M,
    output wire        CARRYOUT ,
    output wire        CARRYOUTF 
);
    wire [17:0] A_reg0, A_reg1;
    wire [17:0] B_reg0, B_reg1;
    wire [17:0] B_i;
    wire [17:0] D_reg;
    wire [47:0] C_reg;
    wire [47:0] M_reg;
    wire [7:0]  opmode_reg;
    wire [17:0] pre_add ;
    wire [17:0] r1 ;
    wire [35:0] r2 ;
    wire [35:0] m ;  
    wire [47:0] cn ;  
    wire [47:0] s ;  
    wire ci ;  
    wire CIN ;  
    reg [47:0] x , z ;  
    wire [47:0] p ;  
    wire co ;  
    GenericRegMux #(  
                .WIDTH(18),
                .A0REG(A0REG),
                .RSTTYPE(RSTTYPE)
            ) a0 (
                .CLK(CLK),
                .RSTA(RSTA),
                .CEA(CEA),
                .A(A),
                .A_reg0(A_reg0)
            );
    generate
        if(B_INPUT=="DIRECT")
           assign  B_i = B ;
        else if(B_INPUT=="CASCADE")   
           assign  B_i = BCIN ;
        else
           assign B_i = 18'b0 ;
    endgenerate
    GenericRegMux #(  
                .WIDTH(18),
                .A0REG(B0REG),
                .RSTTYPE(RSTTYPE)
            ) b0 (
                .CLK(CLK),
                .RSTA(RSTB),
                .CEA(CEB),
                .A(B),
                .A_reg0(B_reg0)
            );
    GenericRegMux #(  
                .WIDTH(48),
                .A0REG(CREG),
                .RSTTYPE(RSTTYPE)
            ) c (
                .CLK(CLK),
                .RSTA(RSTC),
                .CEA(CEC),
                .A(C),
                .A_reg0(C_reg)
            );
    GenericRegMux #(  
                .WIDTH(18),
                .A0REG(DREG),
                .RSTTYPE(RSTTYPE)
            ) d (
                .CLK(CLK),
                .RSTA(RSTD),
                .CEA(CED),
                .A(D),
                .A_reg0(D_reg)
            );
    GenericRegMux #(  
                .WIDTH(8),
                .A0REG(OPMODEREG),
                .RSTTYPE(RSTTYPE)
            ) op (
                .CLK(CLK),
                .RSTA(RSTOPMODE),
                .CEA(CEOPMODE),
                .A(OPMODE),
                .A_reg0(opmode_reg)
            );
    assign pre_add = ((opmode_reg[6]) ? D_reg - B_reg0 : D_reg + B_reg0 ) ;
    assign r1 = ((opmode_reg[4]) ? pre_add : B_reg0 );
    GenericRegMux #(  
                .WIDTH(18),
                .A0REG(B1REG),
                .RSTTYPE(RSTTYPE)
            ) b1 (
                .CLK(CLK),
                .RSTA(RSTB),
                .CEA(CEB),
                .A(r1),
                .A_reg0(B_reg1)
            );
    GenericRegMux #(  
                .WIDTH(18),
                .A0REG(A1REG),
                .RSTTYPE(RSTTYPE)
            ) a1 (
                .CLK(CLK),
                .RSTA(RSTA),
                .CEA(CEA),
                .A(A_reg0),
                .A_reg0(A_reg1)
            );
    assign r2 = A_reg1 * B_reg1 ;
    assign cn = {D_reg[11:0] , A_reg1 , B_reg1 };
    assign BCOUT = B_reg1 ;
     GenericRegMux #(  
                .WIDTH(36),
                .A0REG(MREG),
                .RSTTYPE(RSTTYPE)
            ) Mreg (
                .CLK(CLK),
                .RSTA(RSTM),
                .CEA(CEM),
                .A(r2),
                .A_reg0(m)
            );
    assign s = { 12'b0, m };
    assign M = m ;
    generate
        if(CARRYINSEL=="OPMODE5")
           assign  ci = opmode_reg[5] ;
        else if(B_INPUT=="CARRYIN")   
           assign  ci = CARRYIN ;
        else
           assign ci = 1'b0 ;
    endgenerate
    GenericRegMux #(  
                .WIDTH(1),
                .A0REG(CARRYINREG),
                .RSTTYPE(RSTTYPE)
            ) Cin_reg (
                .CLK(CLK),
                .RSTA(RSTCARRYIN),
                .CEA(CECARRYIN),
                .A(ci),
                .A_reg0(CIN)
            );
    always @(*) begin
        case(opmode_reg[1:0])
        2'b00 : x = 48'b0 ;
        2'b01 : x = s ;
        2'b10 : x = P ;
        2'b11 : x = cn ;
        default : x = 48'b0;
        endcase
    end
    always @(*) begin
        case(opmode_reg[3:2])
        2'b00 : z = 48'b0 ;
        2'b01 : z = PCIN ;
        2'b10 : z = P ;
        2'b11 : z = C_reg ;
        default : z = 48'b0;
        endcase
    end
    assign {co , p} = ((opmode_reg[7]) ? (z - (x+CIN)) : (z + x + CIN)); 
    GenericRegMux #(  
                .WIDTH(48),
                .A0REG(PREG),
                .RSTTYPE(RSTTYPE)
            ) Preg (
                .CLK(CLK),
                .RSTA(RSTP),
                .CEA(CEP),
                .A(p),
                .A_reg0(P)
            );
    assign PCOUT = P ;
    GenericRegMux #(  
                .WIDTH(1),
                .A0REG(CARRYOUTREG),
                .RSTTYPE(RSTTYPE)
            ) Cout_reg (
                .CLK(CLK),
                .RSTA(RSTCARRYIN),
                .CEA(CECARRYIN),
                .A(co),
                .A_reg0(CARRYOUT)
            );
    assign CARRYOUTF = CARRYOUT ;
endmodule
==> flow/constraint.sdc <==
current_design DSP48A1_wrapper

set clk_period 16.7
set clk_io_pct 0.2

create_clock -name clk0 -period $clk_period [get_ports {CLK}]

set non_clock_inputs [all_inputs -no_clocks]
set_input_delay [expr $clk_period * $clk_io_pct] -clock clk0 $non_clock_inputs
set_output_delay [expr $clk_period * $clk_io_pct] -clock clk0 [all_outputs]
==> flow/run.sh <==
#!/bin/bash
# OpenROAD 26Q1-2900-gdf79404cd8, Yosys 0.63+post, stock flow scripts
make -C /OpenROAD-flow-scripts/flow DESIGN_CONFIG=/design/flow/config.mk WORK_HOME=/design/flow/orfs finish
==> results.txt <==
Synthesis and place-and-route results.

- Measured in cells, the most critical reg-to-reg path has a length of 24.
- TritonCTS created 17 clock buffers.
- The fill cell total of the finished layout is 6590.
- For the finished layout, the period the worst path requires is between 7 and 8 ns.
- Across all register-to-register paths, the minimum setup slack is slightly below 10 ns.
- The report lists the power per cell area as approximately 66 nW/um2.
- Clock tree synthesis selected as its root buffer the cell clkbuf_16.
- The final count of negative-setup-slack endpoints is 0.
- The number of vias per cell is 5.32.
- The maximum clock skew at final layout is 0.0284 ns.
- In the log, the iteration count for the first detailed-route pass is 6.
- The global-route wire length before repair is 136 mm.
- The total routed wirelength is 87.5 mm.
- The layout overhead on the synthesized area is 15.5%.
- The detail route stage leaves a number of antenna-violating nets equal to 0.
- The worst setup path is captured at a flip-flop.
- The OpenROAD report gives the critical path a data arrival time of 8.28 ns.
- In this run the maximum-capacitance check reported violations numbering 0.
- In the finished design, the share of the clock period the worst path needs comes to ~47%.
- The final hold slack is roughly 0.5 ns.
- The pin count of the biggest net entering global routing is between 50 and 60.
- Summed over all cells, the static leakage comes to 14.8 nW.
- On the reported timing paths, the clock transition at the registers reads 0.09 ns.
- The tool warning count for the run is 91.
- Derived from the worst setup path, the maximum achievable clock frequency is roughly 130 MHz.
- The layout summary lists the proportion of cells stronger than drive strength 1 as 5.94%.
- In the synthesized netlist the async set-or-reset flop fraction comes to 0%.
- The post-cts sizing count is 0.
- The transition time at the pin with the least slew margin is 0.877 ns.
- The antenna cell count is 0.
- After synthesis, the netlist uses 76 different library cells.
- For this run the detailed placement stage logged an HPWL of 67.6 mm.
- STA lists the startpoint of the worst register-to-register path as a1.A0_reg[13].
- Summing over every cut layer, the via total after detailed routing is 23300.
- The type recorded for the worst min-delay path is reg -> reg.
- The design draws 2.11 mW.
- STA classifies the critical path startpoint as an input port.
- For this run, the chip area from Yosys synthesis comes to roughly 27000 um2.
- The most common cell after layout, fill and taps aside is inv_1.
- Per the timing report, the biggest fanout along the worst path comes to 5.
- The report puts the hold buffer count at CTS at 0.
- The data required time at the worst endpoint is 17.11 ns.
- RePlAce ended its routability-driven mode at a weighted congestion of 0.948.
- TritonCTS built the clock tree.
- Total global-route track usage over all layers is roughly a quarter.
- The run finished with clean final reports.
- The final routed DRC violation total is 0.
- CTS reports a maximum clock tree buffer depth of 2.
- In this run the count of I/O pins placed on the die edge is approximately 350.
- In the final report, the number of hold violations comes to 0.
- Headroom to the max-slew limit came out at 41.4%.
- The peak supply drop is approximately 0.075 mV.
- The number of standard-cell rows in the floorplan is 95.
- The area of the chip is approximately 70000 um2.
- The via count of the first global-routing pass is approximately 23000.
- The reg-to-reg endpoint is Mreg.A0_reg[34].
- The number of synthesized register bits is 196.
- The library cells used most frequently in the layout, excluding fill and tap cells, are inv_1, clkdlybuf4s50_1, nor2_1, nand2_1, ha_1.
- The number of I/O port buffers is between 300 and 400.
- Sequential elements use 14.3% of the synthesized area.
- Once the floorplan was initialized, standard cells occupied about two fifths of the core.
- The final routed wire length divided by cell count is 20.0 um.
- The H-tree was split into 4 levels.
- The type of the worst setup path is in -> reg.
- The count of flip-flops with a built-in enable after synthesis is 0.
- The warning tally printed by Yosys for this design is 6.
- The gate count of the mapped netlist is 3336.
- The die is around 260 um tall.
- Before any placement, the netlist area is recorded as about 27000 um2.
- The number of clock sinks is 196.
- In the final timing run, aggregate negative setup slack is 0 ns.
- The launch point of the critical path was reported as PCIN[0].
- The initial antenna violation count is 0.
- The top flip-flop cell by instance count after synthesis is dfxtp_1.
- The clock reaches the later pin of the worst-skew pair after about 0.53 ns.
- Global routing finished with a remaining overflow of 0.
- The core region is about 68000 um2.
- Dividing the synthesized area by the synthesized cell count gives a little over 8 um2.
- The final max-slew violation count recorded for this run is 0.
- The number of cells reported by Yosys stat comes to ~3300.
- Setup repair after global routing left no endpoint under its margin.
- The floorplan step set the die width to 264 um.
- The post-CTS setup repair buffer count is 0.
- The number of design-rule violations left by the first detailed-router iteration is ~1400.
- In this run the worst setup path terminates at Preg.A0_reg[38].
-- final cells by class --
| class | count | area (um2) | share of cell area, % |
|---|---|---|---|
| timing repair buffer | 383 | 3670 | 11.6 |
| tap | 873 | 1090 | 3.44 |
| clock inverter | 12 | 169 | 0.532 |
| sequential | 196 | 3930 | 12.4 |
| inverter | 424 | 1590 | 5.02 |
| multi-input combinational | 2467 | 20800 | 65.7 |
| clock buffer | 18 | 429 | 1.35 |
-- logic make-up (layout without fill, tap and decap cells) --
kind of cell             after synthesis  in the layout  share of synthesized area, %
AND/OR/NAND/NOR                      934            934                          15.7
buffers and inverters                673            837                          9.87
AND-OR/OR-AND                        630            630                          15.5
adder cells (fa/ha/maj)              528            528                          31.2
multiplexers                         236            236                          8.98
flip-flops                           196            196                          14.3
XOR/XNOR                             139            139                          4.43
-- routing by layer --
| metal | part of all wire, % | global-route usage, % | vias to the layer above |
|---|---|---|---|
| met5 | 0 | 0 | - |
| met4 | 2.1 | 4.57 | 0 |
| met3 | 8.1 | 7.31 | 74 |
| met2 | 43 | 38.6 | 783 |
| met1 | 47 | 39.6 | 11100 |
| li1 | - | - | 11300 |
-- cells in the mapped netlist (3+ instances only) --
cell type / n / area share [%]
o21a_1: 19 / 0.52
o221a_2: 3 / 0.12
nand2b_1: 27 / 0.61
dfxtp_1: 196 / 14
inv_1: 422 / 5.8
xnor2_1: 98 / 3.1
or2_2: 3 / 0.068
a31oi_1: 23 / 0.52
o21ai_0: 94 / 1.7
fa_1: 261 / 19
o22ai_1: 5 / 0.11
nor3_1: 39 / 0.71
nand4_1: 29 / 0.66
a21oi_1: 175 / 3.2
and3_1: 10 / 0.23
o31a_1: 3 / 0.096
ha_1: 267 / 12
nand3_1: 25 / 0.46
nor4_1: 10 / 0.23
a211o_1: 10 / 0.32
mux2i_1: 152 / 5.5
a21boi_0: 6 / 0.16
a22oi_1: 4 / 0.11
o21bai_1: 27 / 0.74
a311oi_1: 8 / 0.25
a221oi_1: 6 / 0.19
a2111oi_0: 6 / 0.19
a22o_1: 79 / 2.5
nor2_1: 301 / 4.1
mux2_2: 84 / 3.4
o211ai_1: 10 / 0.27
nand2_1: 290 / 4.0
a31o_2: 4 / 0.13
clkbuf_1: 173 / 2.4
a211oi_1: 44 / 1.2
xor2_1: 41 / 1.3
buf_1: 26 / 0.36
a21o_1: 61 / 1.7
nand3b_1: 6 / 0.16
o31ai_1: 12 / 0.33
or3_1: 9 / 0.20
nor2b_1: 30 / 0.68
nor3b_1: 6 / 0.16
and2_1: 141 / 3.2
buf_4: 50 / 1.4
-- critical path, stage by stage --
cell and delay, ns:
clkdlybuf4s50_1 0.40, mux2_2 0.30, a22oi_1 0.32, fa_1 0.29, inv_1 0.07, fa_1 0.47
a211oi_1 0.24, o31ai_1 0.19, o31ai_2 0.53, o311ai_2 0.26, a21bo_2 0.28, a221o_2 0.44
a311oi_1 0.42, o21ai_0 0.18, xnor2_1 0.15, a2111oi_0 0.41
-- power by group --
| group | switching [mW] | leakage (nW) | internal (mW) | total, mW |
|---|---|---|---|---|
| logic | 0.608 | 12.9 | 0.479 | 1.09 |
| registers | 0.0545 | 1.62 | 0.509 | 0.563 |
| clock network | 0.220 | 0.291 | 0.237 | 0.457 |
-- through the flow --
step	cell area [um2]	worst slack, ns	util [%]	std cells
4_1_cts	31700	8.92	46.9	4373
2_1_floorplan	27500	9.64	-	3336
3_5_place_dp	31100	8.43	46.0	4343
3_3_place_gp	31100	8.33	46.0	4343
6_report	31700	8.82	46.9	4373
5_1_grt	31700	8.58	46.9	4373
-- how the worst min path moves through the flow --
stage,depth (start not counted),startpoint,end,slack (ns)
4_1_cts,2,b1.A0_reg[14],b1.A0_reg[14],0.49
6_report,2,b1.A0_reg[14],b1.A0_reg[14],0.49
5_1_grt,2,b1.A0_reg[11],b1.A0_reg[11],0.51
No activity file was given, so power comes from the tool's default toggle rates.
